==> ./design.v <==
module lab8_BF #( parameter N=8, parameter M=3 )
  ( input logic [N-1:0] 	input_bits,
   input logic [M-1:0]	shift_pattern,
   output logic [N-1:0]	output_bits
  );
  wire [N-1:0] buffer [M-1:1];
  assign buffer[2] = shift_pattern[2] ? {input_bits[3:0], input_bits[7:4]} : input_bits;
  assign buffer[1] = shift_pattern[1] ? {buffer[2][1:0], buffer[2][7:2]} : buffer[2];
  assign output_bits = shift_pattern[0] ? {buffer[1][0], buffer[1][7:1]} : buffer[1];
endmodule
==> ./run.sh <==
#!/bin/bash
# OpenROAD 26Q1-2900-gdf79404cd8, Yosys 0.63+post, stock flow scripts
make -C /OpenROAD-flow-scripts/flow DESIGN_CONFIG=/design/flow/config.mk WORK_HOME=/design/flow/orfs finish
==> ./config.mk <==
export PLATFORM = sky130hd
export DESIGN_NAME = lab8_BF
export DESIGN_NICKNAME = lab8_BF
export VERILOG_FILES = /design/flow/design.v
export SDC_FILE = /design/flow/constraint.sdc
export NUM_CORES = 4
export LEC_CHECK = 1
export CORE_AREA = 10 10 70 70
export DIE_AREA = 0 0 80 80
==> ./constraint.sdc <==
current_design lab8_BF

set clk_period 1.9
set clk_io_pct 0.2

create_clock -name clk0 -period $clk_period

set non_clock_inputs [all_inputs -no_clocks]
set_input_delay [expr $clk_period * $clk_io_pct] -clock clk0 $non_clock_inputs
set_output_delay [expr $clk_period * $clk_io_pct] -clock clk0 [all_outputs]
==> flow_summary.yaml <==
# implementation run metrics
status:
  outcome: "finished clean"
final_layout:
  fin_util: 0.1663
  drive_gt1_frac: 0.7907
  layout.cells.non_filler: 89
  n_fill_cell: 402
  area_growth_pct: 73.95
  seq_cells: 0
  clock_buffers: 0
  seq_area_um2: 0
setup_path:
  cp-end-kind: "output port"
  critPathRequiredTime_ps: 1520
  cp.arrival_ps: 1470
  criticalPathCategory: "in -> out"
  cpMaxStageDelayCell: "mux4_2"
  cp_cell_sequence: "buf_8 > mux4_2 > mux2_4 > clkdlybuf4s15_1"
  worstSetupStartpointType: "input pin"
  cpPeakStageDelay_ps: 540
  critPathMaxFanout: 5
synthesis:
  ys_area_um2: 326.6
  syn_area_per_cell_um2: 17.19
  top_area_frac: 0.6437
  largest_area_cell: "mux4_1"
  syn_inst: 19
  ys_cells: 19
  synth.distinct_cells: 4
  ys_warn_count: 1
  synthesis.area_um2: 326.6
  synthTopCellsByCount: "mux2_2 (8), mux4_1 (8), buf_6 (2), buf_1 (1)"
  ys_seq_frac: 0
  synth.area.top_cells: "mux4_1 (64%), mux2_2 (28%), buf_6 (6.9%)"
timing:
  tightest_slew_ps: 114.6
  fmax_mhz: 540.5
  fin_crit_ps: 1850
  drv_slew: 0
  setup_violations: 0
  rsz0062_at_grt: "no"
  period_used_share: 0.9737
  hold_viol_final: 0
  slew_headroom: 0.9236
  tns_ps: 0
global_route:
  grt_pass1_vias: 341
  gr-total-overflow: 0
  grt_util_all_layers: 0.03402
  antenna_found_initial: 0
  grt_pass1_wl_um: 1759
  grt_max_degree: 6
floorplanning:
  core_um2: 3416
  chipArea_um2: 6400
  fp.dieW_um: 80
  fp_util: 0.09560
  row_count: 21
  pin_count: 19
  die_y_um: 80
worst_hold_path:
  hp-class: "in -> out"
  hold_depth: 4
  hp-start: "input_bits[5]"
  hold_end: "output_bits[7]"
detailed_routing:
  via_count: 289
  drt_iter0_markers: 2
  detail-route-antenna-nets: 0
  antennaDiodeCount: 0
  first_pass_iters: 3
  wl_um: 1069
  wl_per_cell_um: 12.01
  avgViaCountPerCell: 3.247
  drc_errors: 0
power:
  irDropWorstVdd_uv: 98.39
  p_seq_frac: 0
  p_per_area_nw_per_um2: 252.8
  p_clk_frac: 0
  switchingPower_uw: 43.82
  internal-power_uw: 99.76
  p_sw_frac: 0.3052
  pwr-share-comb: 1.000
  leakagePower_nw: 0.2250
placement:
  place_congestion: 0.7685
  hpwl_um: 914.2
  io_buffer_count: 19
  dp_cells: 84
run:
  cap_viol_max_count: 0
  warning_count: 32
## repair_timing
item | in CTS | in global routing
endpoints found under the setup margin | 8 | 1
hold buffers | 0 | 0
endpoints found under the hold margin | 0 | 0
gates resized | 78 | 1
setup buffers | 5 | 0
## layer usage
layer,part of all wire,up-vias,global-route usage
li1,-,134,-
met1,0.52,131,0.05213
met2,0.31,24,0.03852
met3,0.17,0,0.02386
met4,0,0,0
met5,0,-,0
## how the worst max path moves through the flow
stage,end,start,depth (start not counted)
after CTS,output_bits[5],shift_pattern[1],4
after global routing,output_bits[2],shift_pattern[0],4
final,output_bits[6],shift_pattern[0],4
## through the flow
| stage | hold slack, ps | power (mW) | setup WS, ps | cell area, um^2 |
|---|---|---|---|---|
| final | 1382 | 0.1436 | 49.91 | 568.0 |
| after global routing | 1423 | 0.1572 | 11.63 | 568.0 |
| after CTS | 1401 | 0.1452 | 11.00 | 566.8 |
| after detailed placement | 1981 | 0.1414 | -799.7 | 570.5 |
| after global placement | 1983 | 0.1390 | -770.5 | 570.5 |
| after floorplan | 1079 | 0.05873 | 240.2 | 326.6 |
## cells in the final DEF (no fill, tap or decap)
| cell type | count |
|---|---|
| clkdlybuf4s15_1 | 8 |
| buf_4 | 7 |
| buf_6 | 2 |
| mux2_2 | 5 |
| dlygate4sd2_1 | 1 |
| mux4_2 | 8 |
| mux2_4 | 3 |
| buf_2 | 7 |
| buf_8 | 2 |
## logic make-up after synthesis
kind of cell           count (synthesis)  share of synthesized area
multiplexers                          16                     0.9195
buffers and inverters                  3                    0.08044
## worst max-delay path: cells and delay by family
family | cells | cell delay [ps]
multiplexers | 2 | 820
buffers and inverters | 2 | 260
## final cells by class
| class | count | area, um^2 | share of cell area |
|---|---|---|---|
| multi-input cells | 16 | 281.5 | 0.4956 |
| well taps | 46 | 57.56 | 0.1013 |
| repair buffers | 27 | 229.0 | 0.4031 |
## power by group through the flow
stage                 Clock, mW  Combinational, mW  Sequential (mW)
final                         0              0.144                0
after global routing          0              0.157                0
after CTS                     0              0.145                0
Power figures rest on the tool's default switching activity, not on a simulated workload.
